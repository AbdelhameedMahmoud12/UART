==> design.v <==
module UART_FSM_Tx (
    input  wire       CLK,            
    input  wire       RST,            
    input  wire       Data_Valid,     
    input  wire       Parity_Enable,  
    input  wire       Done_Flag,      
    output reg  [1:0] Selector,       
    output reg        Busy            
);
localparam [4:0] IDLE   = 5'b00001,
        START  = 5'b00010,
        DATA   = 5'b00100,
        PARITY = 5'b01000,
        STOP   = 5'b10000;
    reg [4:0] current_state, next_state;
    always @(posedge CLK or negedge RST) begin
        if (!RST)
            current_state <= IDLE;
        else
            current_state <= next_state;
    end
    always @(*) begin
        case (current_state)
            IDLE:    next_state = (Data_Valid) ? START : IDLE;
            START:   next_state = DATA;
            DATA:    next_state = (Done_Flag) ? (Parity_Enable ? PARITY : STOP) : DATA;
            PARITY:  next_state = STOP;
            STOP:    next_state = IDLE;
            default: next_state = IDLE;
        endcase
    end
    always @(*) begin
        Busy     = 1'b0;
        Selector = 2'b00; 
        case (current_state)
            IDLE: begin
                Busy     = 1'b0;
                Selector = 2'b00;  
            end
            START: begin
                Busy     = 1'b1;
                Selector = 2'b01;  
            end
            DATA: begin
                Busy     = 1'b1;
                Selector = 2'b10;  
            end
            PARITY: begin
                Busy     = 1'b1;
                Selector = 2'b11;  
            end
            STOP: begin
                Busy     = 1'b1;
                Selector = 2'b00;  
            end
        endcase
    end
endmodule
module MUX_Tx (
    input  wire       Serial_Data,   
    input  wire       Parity_bit,    
    input  wire [1:0] Selector,      
    output reg        Tx_OUT         
);
    localparam Stop_bit  = 1'b1;   
    localparam Start_bit = 1'b0;   
    always @(*) begin
        case (Selector)
            2'b00: Tx_OUT = Stop_bit;     
            2'b01: Tx_OUT = Start_bit;    
            2'b10: Tx_OUT = Serial_Data;  
            2'b11: Tx_OUT = Parity_bit;   
            default: Tx_OUT = Stop_bit;   
        endcase
    end
endmodule
module Counter_Control (
    input  wire       Data_Valid,   
    input  wire       CLK,          
    input  wire       RST,          
    input  wire       Busy,         
    output reg        Enable,       
    output reg        Done_Flag     
);
    reg [2:0] Count;
    always @(posedge CLK or negedge RST) begin
        if (!RST) begin
            Count     <= 3'b000;
            Enable    <= 1'b0;
            Done_Flag <= 1'b0;
        end else if (Busy && !Done_Flag) begin
            Count     <= Count + 1'b1;
            Enable    <= 1'b1;  
            Done_Flag <= (Count == 3'b111); 
        end else begin
            Enable    <= 1'b0;  
            if (!Busy) begin
                Count     <= 3'b000;
                Done_Flag <= 1'b0;
            end
        end
    end
endmodule
module Parity_Tx (
    input  wire [7:0] P_Data,       
    input  wire       Data_Valid,   
    input  wire       Parity_Ty,    
    output reg        Par_bit       
);
    always @(*) begin
            case ({Parity_Ty, ^P_Data})
                2'b00: Par_bit = 1'b0;  
                2'b01: Par_bit = 1'b1;  
                2'b10: Par_bit = 1'b1;  
                2'b11: Par_bit = 1'b0;  
                default: Par_bit = 1'b0;
            endcase
    end
endmodule
module Serialzer_Tx (
    input  wire [7:0] P_Data,        
    input  wire       Data_Valid,    
    input  wire       Enable,        
    input  wire       CLK,           
    input  wire       RST,           
    input  wire       Busy,          
    output wire       Serial_Data    
);
    reg [7:0] Shift_Reg;  
    assign Serial_Data = Shift_Reg[0];  
    always @(posedge CLK or negedge RST) begin
        if (!RST) begin
            Shift_Reg <= 8'b0000_0000;
        end else if (Data_Valid && !Busy) begin
            Shift_Reg <= P_Data;
        end else if (Enable) begin
            Shift_Reg <= Shift_Reg >> 1;
        end
    end
endmodule
module UART_Tx_Top (
    input  wire       CLK,            
    input  wire       RST,            
    input  wire [7:0] P_Data,         
    input  wire       Data_Valid,     
    input  wire       Parity_Enable,  
    input  wire       Parity_Type,    
    output wire       Tx_OUT,         
    output wire       Busy            
);
    wire        Enable;
    wire        Done_Flag;
    wire [1:0]  Selector;
    wire        Serial_Data;
    wire        Parity_bit;
    UART_FSM_Tx FSM_TX (
        .CLK          (CLK),
        .RST          (RST),
        .Data_Valid   (Data_Valid),
        .Parity_Enable(Parity_Enable),
        .Done_Flag    (Done_Flag),
        .Selector     (Selector),
        .Busy         (Busy)
    );
    Counter_Control TX_Counter (
        .Data_Valid (Data_Valid),
        .CLK        (CLK),
        .RST        (RST),
        .Busy       (Busy),
        .Enable     (Enable),
        .Done_Flag  (Done_Flag)
    );
    Serialzer_Tx TX_Serializer (
        .P_Data     (P_Data),
        .Data_Valid (Data_Valid),
        .Enable     (Enable),
        .CLK        (CLK),
        .RST        (RST),
        .Busy       (Busy),
        .Serial_Data(Serial_Data)
    );
    Parity_Tx TX_Parity (
        .P_Data     (P_Data),
        .Data_Valid (Data_Valid),
        .Parity_Ty  (Parity_Type),
        .Par_bit    (Parity_bit)
    );
    MUX_Tx TX_MUX (
        .Serial_Data(Serial_Data),
        .Parity_bit (Parity_bit),
        .Selector   (Selector),
        .Tx_OUT     (Tx_OUT)
    );
endmodule
==> run.sh <==
#!/bin/bash
# OpenROAD 26Q1-2900-gdf79404cd8, Yosys 0.63+post, stock flow scripts
make -C /OpenROAD-flow-scripts/flow DESIGN_CONFIG=/design/flow/config.mk WORK_HOME=/design/flow/orfs finish
==> config.mk <==
export PLATFORM = sky130hd
export DESIGN_NAME = UART_Tx_Top
export DESIGN_NICKNAME = UART_Tx_Top
export VERILOG_FILES = /design/flow/design.v
export SDC_FILE = /design/flow/constraint.sdc
export NUM_CORES = 4
export LEC_CHECK = 1
export CORE_AREA = 10 10 88 88
export DIE_AREA = 0 0 98 98
==> constraint.sdc <==
current_design UART_Tx_Top

set clk_period 4.6
set clk_io_pct 0.2

create_clock -name clk0 -period $clk_period [get_ports {CLK}]

set non_clock_inputs [all_inputs -no_clocks]
set_input_delay [expr $clk_period * $clk_io_pct] -clock clk0 $non_clock_inputs
set_output_delay [expr $clk_period * $clk_io_pct] -clock clk0 [all_outputs]
==> results.sh <==
# yosys + openroad results
export IMPL_synth_area_per_cell_um2=11.5
export IMPL_setup_viol=0
export IMPL_p_seq_share_pct=47.6
export IMPL_overflow=0
export IMPL_powerDensity_nw_per_um2=402
export IMPL_cts_tree="yes"
export IMPL_initCoreUtil_pct=15.1
export IMPL_end_kind="output pin"
export IMPL_tns_ns=0
export IMPL_status="finished clean"
export IMPL_ys_sh_xor_pct=9.38
export IMPL_clk_latency_ns=0.25
export IMPL_cts_hold_buf=0
export IMPL_async_flop_share_pct=100
export IMPL_cts_root_buf="clkbuf_8"
export IMPL_critPathLaunchType="input port"
export IMPL_compound_area_share_pct=10.4
export IMPL_ys_ff=18
export IMPL_min_path_type="reg2reg"
export IMPL_synth_area_um2=893
export IMPL_hold_depth=1
export IMPL_place_port_buffers=14
export IMPL_post_drt_via_cell_ratio=3.25
export IMPL_die_y_um=98
export IMPL_drt_wirelength_per_cell_um=9.39
export IMPL_r2r_slack_ns=2.75
export IMPL_cp_required_ns=3.68
export IMPL_first_iter_violations=14
export IMPL_p_leak_nw=0.507
export IMPL_path_clk_slew_ns=0.07
export IMPL_critPathArrivalTime_ns=2.84
export IMPL_hold_viol_final=0
export IMPL_postSynthCellCount=78
export IMPL_synth_distinct_cells=25
export IMPL_lay_top_count="dfrtp_1"
export IMPL_grt_max_degree=19
export IMPL_hold_slack_ns=0.509
export IMPL_worstReg2RegStart="FSM_TX.current_state[4]$_DFF_PN0_"
export IMPL_ys_sh_adder_pct=2.80
export IMPL_pwr_share_clk_pct=27.1
export IMPL_switching_share_pct=27.3
export IMPL_slew_viol_final=0
export IMPL_vdd_ir_drop_max_mv=0.140
export IMPL_ys_sh_simple_pct=12.2
export IMPL_area_leaders="dfrtp_1 (48%), mux2i_1 (10%), o21ai_2 (3.9%), xnor2_1 (3.9%), nand2_1 (3.8%)"
export IMPL_drv_cap=0
export IMPL_yosysTopAreaCell="dfrtp_1"
export IMPL_cts_sinks=18
export IMPL_post_cts_buffers=0
export IMPL_post_cts_resized=0
export IMPL_final_comb_area_um2=400
export IMPL_drive_gt1_share_pct=12.0
export IMPL_grt_pass1_vias=582
export IMPL_area_delta_synth_final_pct=29.0
export IMPL_place_congestion=0.714
export IMPL_grt_pass1_wl_um=2840
export IMPL_dieArea_um2=9600
export IMPL_routed_wl_um=1570
export IMPL_row_count=28
export IMPL_synthTopLogicFamily="simple AND/OR/NAND/NOR gates"
export IMPL_worst_slew_pin_slew_ns=0.789
export IMPL_p_int_mw=0.337
export IMPL_fin_total_pwr_mw=0.464
export IMPL_mostFrequentLayoutCells="dfrtp_1 (17), clkdlybuf4s50_1 (14), nand2_1 (9), mux2i_1 (9), nor2_1 (6)"
export IMPL_hold_start="FSM_TX.current_state[0]$_DFF_PN1_"
export IMPL_fmax_mhz=266
export IMPL_antenna_cells=0
export IMPL_top_cell_area_share_pct=47.6
export IMPL_vias=543
export IMPL_rsz0062_at_grt="false"
export IMPL_drc=0
export IMPL_num_io_pins=15
export IMPL_reg2reg_depth=3
export IMPL_htree_levels=1
export IMPL_mux_area_share_pct=10.1
export IMPL_detail_route_antenna_nets=0
export IMPL_ys_cells=78
export IMPL_nFillCells=643
export IMPL_ys_area_um2=893
export IMPL_finalCriticalPeriod_ns=3.76
export IMPL_skew_ns=0.00294
export IMPL_crit_type="in2out"
export IMPL_firstDrtPassIters=4
export IMPL_place_hpwl_um=1200
export IMPL_yosysWarnings=5
export IMPL_numCtsBuffers=3
export IMPL_clk_path_buf_depth=2
export IMPL_edf_count=0
export IMPL_die_x_um=98
export IMPL_power_frac_comb_pct=25.3
export IMPL_ys_seq_share_pct=50.6
export IMPL_setup_ws_ns=0.837
export IMPL_pre_cts_ws_ns=0.800
export IMPL_warnings=25
export IMPL_core_um2=5920
export IMPL_crit_path_max_fanout=2
export IMPL_ys_flop_type="dfrtp_1"
export IMPL_power_switching_mw=0.126
export IMPL_holdPathEnd="FSM_TX.current_state[0]$_DFF_PN1_"
export IMPL_antenna_found_initial=0
export IMPL_relSlewSlack_pct=47.2
export IMPL_flop_area_um2=452
export IMPL_grt_total_usage_pct=3.51
export IMPL_r2r_end="TX_Serializer.Shift_Reg[1]$_DFFE_PN0P_"
export IMPL_fin_crit_sh_pct=81.8
-- cells in the mapped netlist (2+ instances only) --
| cell | n |
|---|---|
| dfrtp_1 | 17 |
| mux2i_1 | 9 |
| ha_1 | 2 |
| nand2_1 | 9 |
| nor2_1 | 6 |
| xnor2_1 | 4 |
| and2_1 | 2 |
| inv_1 | 3 |
| o21ai_2 | 4 |
| xor2_1 | 3 |
| o21ai_0 | 4 |
| buf_6 | 2 |
-- registers in the layout (all words and copies together), names as in the netlist --
register and count:
TX_Counter.Done_Flag 1, TX_Counter.Enable 1, FSM_TX.current_state 5, TX_Serializer.Shift_Reg 8, TX_Counter.Count 3
-- layout make-up --
class / instances / share of cell area [%]
flip-flops and latches: 18 / 39.2
multi-input cells: 53 / 34.7
repair buffers: 14 / 12.2
well taps: 75 / 8.14
clock buffers: 4 / 4.78
inverters: 3 / 0.977
-- critical path: stages --
cell             delay (ns)
clkdlybuf4s50_1        0.50
xor2_1                 0.16
xnor3_1                0.41
xnor2_1                0.16
o32ai_1                0.15
clkdlybuf4s50_1        0.53
-- worst max path at each step --
stage	startpoint	end	slack [ns]	cells after the start
CTS	P_Data[0]	Tx_OUT	0.78	6
global route	P_Data[0]	Tx_OUT	0.70	6
finish	P_Data[0]	Tx_OUT	0.84	6
-- cell families (layout without fill, tap and decap cells) --
group / after synthesis / in the layout
adder cells (fa/ha/maj): 2 / 2
multiplexers: 9 / 9
flip-flops: 18 / 18
AND/OR/NAND/NOR: 21 / 21
XOR/XNOR: 8 / 8
AND-OR/OR-AND: 13 / 13
buffers and inverters: 7 / 21
-- layer usage --
layer | GRT usage, % | vias to the layer above | share of wire [%]
met5 | 0 | - | 0
met1 | 5.58 | 236 | 56
li1 | - | 290 | -
met2 | 4.31 | 17 | 36
met3 | 1.49 | 0 | 8.0
met4 | 0.336 | 0 | 0
-- power by group through the flow --
stage         registers [mW]  logic, mW  clock network, mW
global route           0.227      0.138              0.136
CTS                    0.221      0.121              0.129
finish                 0.221      0.117              0.126
-- metrics by stage --
step | std cells | cell area, um^2 | util (%)
after floorplan | 78 | 893 | -
after global placement | 163 | 1100 | 18.5
after detailed placement | 163 | 1100 | 18.5
after CTS | 167 | 1150 | 19.5
after global routing | 167 | 1150 | 19.5
final | 167 | 1150 | 19.5
Power is estimated from default activity; no workload was simulated.
