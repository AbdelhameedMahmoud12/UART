<file path="config.mk">
export PLATFORM = sky130hd
export DESIGN_NAME = uart_rx_top
export DESIGN_NICKNAME = uart_rx_top
export VERILOG_FILES = /design/flow/design.v
export SDC_FILE = /design/flow/constraint.sdc
export NUM_CORES = 4
export LEC_CHECK = 1
export CORE_UTILIZATION = 30
</file>
<file path="run.sh">
#!/bin/bash
# OpenROAD 26Q1-2900-gdf79404cd8, Yosys 0.63+post, stock flow scripts
make -C /OpenROAD-flow-scripts/flow DESIGN_CONFIG=/design/flow/config.mk WORK_HOME=/design/flow/orfs finish
</file>
<file path="design.v">
module uart_rx_counter (
    input  wire       CLK,
    input  wire       RSTn,           
    input  wire       Counter_En,
    input  wire       New_Fram,       
    input  wire [5:0] PRESCALE,       
    input  wire       Serial_En,      
    output reg  [2:0] data_idx,       
    output reg        Take_Sample,    
    output reg        Valid,          
    output reg        Out_Valid,      
    output reg  [3:0] Bit_number	 
);
    reg [5:0] Sampling_Counter;  
	wire [5:0] center = PRESCALE>> 1;            
    wire [5:0] s_minus = center - 6'd1;          
    wire [5:0] s_plus  = center + 6'd1;          
    wire       at_s_minus = (Sampling_Counter == s_minus);
    wire       at_center  = (Sampling_Counter == center);
    wire       at_s_plus  = (Sampling_Counter == s_plus);
	wire       at_bit_end = (Sampling_Counter == PRESCALE);
    always @(posedge CLK or negedge RSTn) begin
        if (!RSTn) begin
            Sampling_Counter <= 6'd0;
            Bit_number       <= 4'd0;
            Take_Sample      <= 1'b0;
            Valid            <= 1'b0;
            Out_Valid        <= 1'b0;
        end else if (Counter_En) begin
            if (New_Fram) begin
                Sampling_Counter <= 6'd1;
                Bit_number       <= 4'd0;
            end else if (at_bit_end) begin
                Sampling_Counter <= 6'd1;
                Bit_number       <= Bit_number + 1'b1;
            end else begin
                Sampling_Counter <= Sampling_Counter + 1'b1;
            end
            Take_Sample <= (at_s_minus | at_center | at_s_plus);
            Valid       <= at_s_plus;                     
            Out_Valid   <= (Sampling_Counter >= center);  
        end else begin
            Sampling_Counter <= 6'd0;
            Bit_number       <= 4'd0;
            Take_Sample      <= 1'b0;
            Valid            <= 1'b0;
            Out_Valid        <= 1'b0;
        end
    end
    always @(posedge CLK or negedge RSTn) begin
        if (!RSTn)
            data_idx <= 3'd0;
        else if (New_Fram)
            data_idx <= 3'd0;
        else if (Serial_En && Valid) begin
            if (data_idx != 3'd7)
                data_idx <= data_idx + 3'd1;
        end else if (!Serial_En)
            data_idx <= 3'd0;
    end
endmodule
module uart_rx_deserializer (
    input  wire       CLK,
    input  wire       RSTn,
    input  wire       Valid,
    input  wire       Serial_En,
    input  wire [2:0] Bit_idx,
    input  wire       Sample_Data,
    output reg  [7:0] P_DATA
);
    always @(posedge CLK or negedge RSTn) begin
        if (!RSTn) P_DATA <= 8'd0;
        else if (Valid && Serial_En)
            P_DATA[Bit_idx] <= Sample_Data;  
    end
endmodule
module uart_rx_fsm (
    input  wire       CLK,
    input  wire       RSTn,
    input  wire       PAR_EN,
    input  wire       RX_IN,
    input  wire [3:0] Bit_Counter,   
    input  wire       Stop_error,
    input  wire       Start_error,
    input  wire       Parity_error,
    input  wire       Out_Valid,     
    output reg        Counter_En,
    output reg        Serial_En,
    output reg        Start_En,
    output reg        Stop_En,
    output reg        Parity_En,
    output reg        New_Fram,
    output reg        DATA_VLD
);
    localparam IDEL   = 5'b00001;
    localparam START  = 5'b00010;
    localparam DATA   = 5'b00100;
    localparam PARITY = 5'b01000;
    localparam STOP   = 5'b10000;
    reg [4:0] Current_State, Next_State;
    always @(posedge CLK or negedge RSTn) begin
        if (!RSTn) begin
		Current_State <= IDEL; 
		end
		else begin
		Current_State <= Next_State;
		end
	end
    always @(*) begin
        Counter_En = 1'b0;
        Serial_En  = 1'b0;
        Start_En   = 1'b0;
        Stop_En    = 1'b0;
        Parity_En  = 1'b0;
        New_Fram   = 1'b0;
        Next_State = Current_State;
		DATA_VLD   =1'b0;
        case (Current_State)
            IDEL: begin
                if (~RX_IN) begin
                    Next_State         = START;
                    Counter_En = 1'b1;
                    Start_En   = 1'b1;
                    New_Fram   = 1'b1;
                end
				else Next_State = IDEL;
            end
            START: begin
                Counter_En = 1'b1;
                Start_En   = 1'b1;
                if (Out_Valid && Bit_Counter == 4'd1) begin
                    if (Start_error) Next_State = IDEL; else Next_State = DATA;
                end
				else Next_State = START;
            end
            DATA: begin
                Counter_En = 1'b1;
                Serial_En  = 1'b1;
                if (Out_Valid && Bit_Counter == 4'd9) begin
                    Next_State = (PAR_EN) ? PARITY : STOP;
                end
				else Next_State = DATA;
            end
            PARITY: begin
                Counter_En = 1'b1;
                Parity_En  = 1'b1;
				if(Parity_error) Next_State = IDEL;
                else if (Out_Valid && Bit_Counter == 4'd10) Next_State = STOP;
				else Next_State = PARITY;
            end
            STOP: begin
                Counter_En = 1'b1;
                Stop_En    = 1'b1;
				DATA_VLD   =1'b0;
                if (Out_Valid && Bit_Counter == 4'd11) begin
                    if (Stop_error) begin
                        Next_State = IDEL;
                    end else begin
						DATA_VLD =1'b1;
                        if (~RX_IN) begin
                            Next_State       = START;
                            Start_En = 1'b1;
                            New_Fram = 1'b1;
                        end else begin
                            Next_State = IDEL;
                        end
                    end
                end else if (Out_Valid && Bit_Counter == 4'd10 && ~PAR_EN) begin
				if(Stop_error) Next_State = IDEL;
				else begin
				DATA_VLD =1'b1;
					if (~RX_IN) begin
					Next_State = START;
					Start_En = 1'b1;
					New_Fram = 1'b1;
					end
					else Next_State = IDEL;
				end
				end else Next_State = STOP;
            end
            default: Next_State = IDEL;
        endcase
    end
endmodule
module uart_rx_parity (
    input  wire       CLK,
    input  wire       RSTn,
    input  wire       Parity_En,
    input  wire       Valid,
    input  wire       PAR_TYP,        
    input  wire [7:0] P_DATA,
    input  wire       Parity_Sample,
    output reg        PAR_ERR
);
    wire Parity_check = ^P_DATA;     
    wire expected = (PAR_TYP) ? ~Parity_check : Parity_check;  
    always @(posedge CLK or negedge RSTn) begin
        if (!RSTn) PAR_ERR <= 1'b0;
        else if (Parity_En && Valid) PAR_ERR <= (Parity_Sample != expected);
        else if (!Parity_En) PAR_ERR <= 1'b0;
    end
endmodule
module uart_rx_sampler (
    input  wire CLK,
    input  wire RSTn,
    input  wire RX_IN,
    input  wire take_sample_w,   
    output wire OUT_Sample
);
    reg [2:0] Save_Reg;
    always @(posedge CLK or negedge RSTn) begin
        if (!RSTn)
            Save_Reg <= 3'b111;                  
        else if (take_sample_w)
            Save_Reg <= {Save_Reg[1:0], RX_IN};
    end
    assign OUT_Sample = (Save_Reg[2] & Save_Reg[1]) |
                        (Save_Reg[2] & Save_Reg[0]) |
                        (Save_Reg[1] & Save_Reg[0]);
endmodule
module uart_rx_start (
    input  wire CLK,
    input  wire RSTn,
    input  wire Start_En,
    input  wire Valid,
    input  wire Center_Sample,
    output reg  Start_error
);
    always @(posedge CLK or negedge RSTn) begin
        if (!RSTn) Start_error <= 1'b0;
        else if (Start_En && Valid) Start_error <= (Center_Sample != 1'b0);
        else if (!Start_En) Start_error <= 1'b0;
    end
endmodule
module uart_rx_stop (
    input  wire CLK,
    input  wire RSTn,
    input  wire Stop_En,
    input  wire Valid,
    input  wire Stop_Sample,
    output reg  STP_ERR
);
    always @(posedge CLK or negedge RSTn) begin
        if (!RSTn) STP_ERR <= 1'b0;
        else if (Stop_En && Valid) STP_ERR <= (Stop_Sample != 1'b1);
        else if (!Stop_En) STP_ERR <= 1'b0;
    end
endmodule
module uart_rx_top (
    input  wire       CLK,
    input  wire       RSTn,         
    input  wire       RX_IN,        
    input  wire       PAR_EN,       
    input  wire       PAR_TYP,      
    input  wire [5:0] prescale,       
	output wire       PAR_ERR,		 
	output wire       STP_ERR,		 
	output wire 	  STR_ERR,		 
	output wire [7:0] P_DATA,
    output wire       DATA_VLD
);
    wire        Take_Sample, Valid, Out_Valid;
    wire [3:0]  Bit_number;
    wire        Counter_En, Serial_En, Start_En, Stop_En, Parity_En, New_Fram;
    wire        OUT_Sample;
    wire [2:0]  data_idx;
uart_rx_sampler u_samp (
    .CLK         (CLK),
    .RSTn        (RSTn),
    .RX_IN       (RX_IN),
    .take_sample_w(Take_Sample), 
    .OUT_Sample  (OUT_Sample)
);
    uart_rx_counter u_cnt (
        .CLK         (CLK),
        .RSTn        (RSTn),
        .Counter_En  (Counter_En),
        .New_Fram    (New_Fram),
        .PRESCALE    (prescale),
        .Serial_En   (Serial_En),
        .data_idx    (data_idx),
        .Take_Sample (Take_Sample),
        .Valid       (Valid),
        .Out_Valid   (Out_Valid),
        .Bit_number  (Bit_number)
    );
    uart_rx_deserializer u_des (
        .CLK         (CLK),
        .RSTn        (RSTn),
        .Valid       (Valid),
        .Serial_En   (Serial_En),
        .Bit_idx     (data_idx),
        .Sample_Data (OUT_Sample),
        .P_DATA      (P_DATA)
    );
    uart_rx_start u_start (
        .CLK           (CLK),
        .RSTn          (RSTn),
        .Start_En      (Start_En),
        .Valid         (Valid),
        .Center_Sample (OUT_Sample),
        .Start_error   (STR_ERR)
    );
    uart_rx_parity u_par (
        .CLK           (CLK),
        .RSTn          (RSTn),
        .Parity_En     (Parity_En),
        .Valid         (Valid),
        .PAR_TYP       (PAR_TYP),
        .P_DATA        (P_DATA),
        .Parity_Sample (OUT_Sample),
        .PAR_ERR       (PAR_ERR)
    );
    uart_rx_stop u_stop (
        .CLK         (CLK),
        .RSTn        (RSTn),
        .Stop_En     (Stop_En),
        .Valid       (Valid),
        .Stop_Sample (OUT_Sample),
        .STP_ERR     (STP_ERR)
    );
    uart_rx_fsm u_fsm (
        .CLK          (CLK),
        .RSTn         (RSTn),
        .PAR_EN       (PAR_EN),
        .RX_IN        (RX_IN),
        .Bit_Counter  (Bit_number),
        .Stop_error   (STP_ERR),
        .Start_error  (STR_ERR),
        .Parity_error (PAR_ERR),
        .Out_Valid    (Out_Valid),
        .Counter_En   (Counter_En),
        .Serial_En    (Serial_En),
        .Start_En     (Start_En),
        .Stop_En      (Stop_En),
        .Parity_En    (Parity_En),
        .New_Fram     (New_Fram),
        .DATA_VLD     (DATA_VLD)
    );
endmodule
</file>
<file path="constraint.sdc">
current_design uart_rx_top

set clk_period 2.1
set clk_io_pct 0.2

create_clock -name clk0 -period $clk_period [get_ports {CLK}]

set non_clock_inputs [all_inputs -no_clocks]
set_input_delay [expr $clk_period * $clk_io_pct] -clock clk0 $non_clock_inputs
set_output_delay [expr $clk_period * $clk_io_pct] -clock clk0 [all_outputs]
</file>
==> results.py <==
# Physical implementation metrics
metrics = {
    "setup_path": {
        "reg2reg_from": "u_cnt.Bit_number[0]",
        "crit_buf_inv": 2,
        "startpoint_type": "register",
        "crit_fanout": 3,
        "worstPathCellList": "inv_1, ha_1, nor2b_2, o2111a_2, dlygate4sd2_1",
        "r2r_cells": 8,
        "critPathKind": "register to primary output",
        "endpoint_kind": "primary output",
        "cp_slowest_cell": "dfrtp_1",
        "cpPeakStageDelay_ns": 0.37,
        "r2r-end": "u_cnt.Sampling_Counter[2]",
        "required_ns": 1.68,
        "critPathTopFamily": "flip-flops",
        "r2r_slack_ns": 0.26,
        "cp.arrival_ns": 1.54,
    },
    "clock_tree": {
        "clock_latency_ns": 0.28,
        "cts_hold_buf": 0,
        "cts_root_buffer": "clkbuf_8",
        "cts.reportedPaths.clkPinSlew_ns": 0.07,
        "cts_htree_levels": 2,
        "tritoncts": "done",
        "clock_sinks": 35,
        "numCtsBuffers": 5,
        "cts.path.max_buffers": 2,
    },
    "detailed_routing": {
        "viasPerCell": 4.56,
        "wl_per_cell_um": 11.7,
        "num_vias": 1724,
        "postRouteWirelength_mm": 4.42,
        "drc_errors": 0,
        "antenna_left": 0,
        "dr.pass1.iters": 4,
        "drt_iter0_markers": 69,
        "n_antenna_cell": 0,
    },
    "synthesis": {
        "netlist.area_leader.share_pct": 33.5,
        "flop_cell": "dfrtp_1",
        "largest_area_cell": "dfrtp_1",
        "edf_count": 0,
        "synth_area_per_cell_um2": 9.94,
        "synth_cells": 233,
        "ys_seq_share_pct": 38.0,
        "area_leaders": "dfrtp_1 33%, xnor2_1 8.7%, ha_1 8.6%",
        "synth_cell_types": 51,
        "ys_cells": 233,
        "ys_ff": 35,
        "syn_area_mm2": 0.00232,
        "ys_area_mm2": 0.00232,
        "async_flop_share_pct": 100,
        "yosys_warnings": 7,
    },
    "die": {
        "dieArea_mm2": 0.00807,
        "row_count": 31,
        "die_y_um": 89.9,
        "core_mm2": 0.00737,
        "die_w_um": 89.9,
        "ios": 23,
        "fp_util_pct": 31.4,
    },
    "power_and_ir_drop": {
        "vdd_drop_max_uv": 623,
        "leakage_nw": 1.25,
        "powerDensity_mw_per_mm2": 931,
    },
    "global_route": {
        "grt.total_usage_pct": 12.0,
        "antenna_found_initial": 0,
        "grt-ovfl-total": 0,
        "grt_max_degree": 36,
        "grt_pass1_vias": 1659,
        "grt_pass1_wl_mm": 7.87,
    },
    "finish": {
        "mostFrequentLayoutCells": "31 x dfrtp_1, 23 x xnor2_1, 22 x buf_4",
        "final_util_pct": 39.0,
        "drive_above_1_share_pct": 22.6,
        "n_fill_cell": 733,
        "areaGrowthSynthToFinish_pct": 24.2,
        "final_common_cell": "dfrtp_1",
        "stdcell_count": 378,
    },
    "timing": {
        "final_max_slew_viol_count": 0,
        "fin_crit_sh_pct": 93.5,
        "tightest_slew_ns": 0.450,
        "fmax_ghz": 0.509,
        "setup_viol": 0,
        "rsz0062_at_grt": "false",
        "finalHoldViolCount": 0,
        "skew_ns": 0.00358,
        "layout_min_cycle_time_ns": 1.96,
        "relSlewSlack_pct": 69.7,
    },
    "flow_run": {
        "warnings": 31,
        "max_cap_viol_count": 0,
    },
    "placement": {
        "dp.cells": 368,
        "portBuffers": 22,
        "gp_congestion": 0.857,
        "hpwl_mm": 3.40,
    },
    "outcome": {
        "outcome": "completed",
    },
    "min_path": {
        "hp-class": "primary input to asynchronous set/reset pin",
    },
}
-- worst max-delay path by stage --
stage	from	to	slack, ns	cells after the start
final	u_cnt.Bit_number[0]	DATA_VLD	0.14	5
after global routing	u_cnt.Bit_number[0]	DATA_VLD	0.06	5
after CTS	u_cnt.Bit_number[0]	DATA_VLD	0.11	5
-- flip-flops by register name (all words and copies together), names as in the netlist --
name	count
u_des.P_DATA	8
u_cnt.Sampling_Counter	6
u_cnt.Valid	1
u_cnt.Out_Valid	1
u_start.Start_error	1
u_cnt.data_idx	3
u_fsm.Current_State	5
u_cnt.Take_Sample	1
u_samp.Save_Reg	3
u_par.PAR_ERR	1
u_cnt.Bit_number	4
u_stop.STP_ERR	1
-- what timing repair did --
item                                    4_1_cts  5_1_grt
endpoints found under the setup margin        1        0
buffers inserted                              2        0
gates resized                                 2        0
-- stage by stage --
step / TNS (ns) / area (um2) / setup WS (ns) / hold WS (ns) / total power, mW
global route: 0 / 2880 / 0.0580 / 0.583 / 2.91
CTS: 0 / 2880 / 0.108 / 0.555 / 2.71
finish: 0 / 2880 / 0.136 / 0.554 / 2.68
floorplan: 0 / 2320 / 0.232 / 0.124 / 1.87
global placement: -0.270 / 2770 / -0.143 / 0.535 / 2.18
detailed placement: -0.291 / 2770 / -0.167 / 0.534 / 2.19
-- routing by layer --
layer  wire length (um)  share of wire [%]  GRT usage, %
met3                169                3.8          2.15
met2               1950                 44          18.4
met1               2270                 51          18.8
met5                  0                  0             0
met4                 23               0.52         0.806
-- cells in the mapped netlist, types with 5 or more instances --
| cell | number |
|---|---|
| nand3_1 | 9 |
| ha_1 | 16 |
| dfrtp_1 | 31 |
| xnor2_1 | 23 |
| nor2_2 | 5 |
| mux2_2 | 7 |
| o21ai_0 | 16 |
| xor2_1 | 5 |
| nand2b_1 | 5 |
| a21oi_1 | 6 |
| inv_1 | 19 |
| nand2_1 | 11 |
| nor2_1 | 15 |
-- power breakdown --
group | switching, mW | internal, mW | leakage, nW
combinational | 0.527 | 0.576 | 0.754
clock | 0.246 | 0.230 | 0.0402
sequential | 0.238 | 0.861 | 0.455
-- cell families (layout without fill, tap and decap cells) --
logic type               Yosys count  count (layout)  share of synthesized area, %
flip-flops                        35              35                          38.0
multiplexers                      10              10                          4.70
XOR/XNOR                          29              29                          11.6
AND-OR/OR-AND                     39              39                          11.1
adder cells (fa/ha/maj)           17              17                          9.13
buffers and inverters             27              73                          5.08
AND/OR/NAND/NOR                   76              76                          20.4
-- area by class of cell --
class | instances | area, um2 | area share (%)
clock inverters | 3 | 20.0 | 0.696
inverters | 21 | 78.8 | 2.74
flip-flops and latches | 35 | 881 | 30.6
multi-input cells | 171 | 1320 | 45.9
well taps | 99 | 124 | 4.31
clock buffers | 5 | 68.8 | 2.39
repair buffers | 44 | 384 | 13.4
Power figures rest on the tool's default switching activity, not on a simulated workload.
